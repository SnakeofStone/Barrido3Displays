$ cat design/flow/config.mk
export PLATFORM = sky130hd
export DESIGN_NAME = top_module
export DESIGN_NICKNAME = top_module
export VERILOG_FILES = /design/flow/design.v
export SDC_FILE = /design/flow/constraint.sdc
export NUM_CORES = 4
export LEC_CHECK = 1
export CORE_UTILIZATION = 50
$ cat design/flow/constraint.sdc
current_design top_module

set clk_period 4.9
set clk_io_pct 0.2

create_clock -name clk0 -period $clk_period [get_ports {clk}]

set non_clock_inputs [all_inputs -no_clocks]
set_input_delay [expr $clk_period * $clk_io_pct] -clock clk0 $non_clock_inputs
set_output_delay [expr $clk_period * $clk_io_pct] -clock clk0 [all_outputs]
$ cat design/flow/design.v
`timescale 1ns / 1ps
module clock_1sec(
	input clk,
	output reg Y
    );
reg [29:0] counter = 1'b0;
always @(posedge clk)
begin
	if(counter == 100000000)
		counter <= 0;
	else 
		counter <= counter + 1'd1;
end
always @(counter)
begin
	if(counter == 100000000)
		Y <= 1;
	else
		Y <= 0;
end
endmodule
`timescale 1ns / 1ps
module top_module(
	input clk,
	input [6:0] selector,
	input enable,
	output reg [2:0] osegA,
	output reg [2:0] osegB,
	output reg [2:0] osegC,
	output reg [2:0] osegD,
	output reg [2:0] osegE,
	output reg [2:0] osegF,
	output reg [2:0] osegG,
	output reg reloj
    );
reg [2:0] segA;
reg [2:0] segB;
reg [2:0] segC;
reg [2:0] segD;
reg [2:0] segE;
reg [2:0] segF;
reg [2:0] segG;
initial
begin
	segA = 3'b000;
	segB = 3'b000;
	segC = 3'b000;
	segD = 3'b000;
	segE = 3'b000;
	segF = 3'b000;
	segG = 3'b000;
end
wire pulso;
clock_1sec pulso1seg(clk, pulso);
always @(posedge pulso)
begin
	if(reloj == 0)
		reloj = 1;
	else
		reloj = 0;
	osegA <= segA;
	osegB <= segB;
	osegC <= segC;
	osegD <= segD;
	osegE <= segE;
	osegF <= segF;
	osegG <= segG;
	if(enable)
	begin
		segA = segA << 1;
		segB = segB << 1;
		segC = segC << 1;
		segD = segD << 1;
		segE = segE << 1;
		segF = segF << 1;
		segG = segG << 1;
		segA[0] = selector[0];
		segB[0] = selector[1];
		segC[0] = selector[2];
		segD[0] = selector[3];
		segE[0] = selector[4];
		segF[0] = selector[5];
		segG[0] = selector[6];
	end
end
endmodule 
$ cat design/flow/run.sh
#!/bin/bash
# OpenROAD 26Q1-2900-gdf79404cd8, Yosys 0.63+post, stock flow scripts
make -C /OpenROAD-flow-scripts/flow DESIGN_CONFIG=/design/flow/config.mk WORK_HOME=/design/flow/orfs finish
==> flow_summary.yaml <==
# flow metrics
finish:
  syn_to_final_growth_pct: 18.6
  top_register: "pulso1seg.counter"
  design_area_um2: 3030
  fillCellCount: 396
  final_layout_size_suffix_gt1_frac: 0.0772
  largest_register_ffs: 30
drt:
  met2WireLength_um: 1740
  vias_per_cell: 5.30
  top_layer: "met4"
  post-route-drc-count: 0
  drtAntennaViolNets: 0
  diodes: 0
  m1WireLength_um: 2220
  wl_um: 4280
  drt_iter0_drc: 80
  wl_met3_um: 262
  dr.pass1.iters: 4
  vias: 1660
  avgRoutedWirePerCell_um: 13.7
place:
  port_buffers: 30
  placed_cell_area_um2: 2940
  place_hpwl_um: 3150
  gp_congestion: 0.896
critical_path:
  path_cells: "nor4b_1, nand4_1, nor4_1, buf_4, a21oi_1"
  critical_path.top_delay_family: "simple AND/OR/NAND/NOR gates"
  path_max_fanout: 8
  r2r_slack_ns: 2.63
  crit_slowest_cell: "nor4_1"
  crit_start: "pulso1seg.counter[17]"
  path_depth: 5
  path_buffers: 1
  cp-endpoint: "pulso1seg.counter[18]"
  r2r-end: "pulso1seg.counter[18]"
  cp-start-kind: "flop"
  slowest_delay_ns: 0.69
  cp-end-kind: "flop"
  path_class: "reg -> reg"
  crit_arrival_ns: 2.42
  worst_r2r_path_depth: 5
  r2r-start: "pulso1seg.counter[17]"
  worst_ep_required_time_ns: 5.05
floorplanning:
  fp_util: 0.531
  num_rows: 25
  die_w_um: 73.5
  core_area_um2: 4820
  ios: 31
  die-area_um2: 5400
  die_h_um: 73.5
global_routing:
  grt_pass1_wl_um: 7120
  track_usage: 0.180
  grt_pass1_vias: 1470
  overflow: 0
  grt_max_degree: 44
  antenna_found_initial: 0
sta:
  hold_violations: 0
  slew_headroom: 0.476
  min_period_ns: 2.27
  setup_viol: 0
  setup_tns_ns: 0
  untimed_endpoints: 86
  skew_ns: 0.00753
  final_max_slew_viol_count: 0
  clock.fmax_mhz: 441
  finalClockPeriodUsage: 0.463
  rsz0062_at_grt: "no"
  unclocked_regs: 43
  tightestPinTransition_ns: 0.778
  holdWs_ns: 0.495
logic_synthesis:
  synthSimpleGateAreaFrac: 0.197
  synth_area_um2: 2560
  synthXorXnorAreaFrac: 0.0685
  muxShareOfSynthArea: 0
  ys.flop_type: "dfxtp_1"
  fa_ha_area_frac: 0.00979
  synth-edff-count: 21
  ys_seq_share: 0.654
  ys_cells: 210
  postSynthAreaPerCell_um2: 12.2
  synth_cell_types: 40
  ys_top_logic_family: "simple AND/OR/NAND/NOR gates"
  ys_ff: 73
  synth_async_sr_flop_share: 0
  yosysChipArea_um2: 2560
  yosysWarnings: 2
  aoi_share: 0.0494
  synth_cells: 210
clock_tree:
  h-tree-depth: 2
  cts_tree: "done"
  cts_resized: 0
  cts_buffers: 5
  hold_buffers: 0
  clockBufferDepth: 2
  root_buffer: "clkbuf_8"
  clk_latency_ns: 0.28
  clkTransAtPathRegs_ns: 0.06
  cts_setup_buffers: 0
power_and_ir_drop:
  power_mw: 0.456
  power_density_nw_per_um2: 150
  p_leak_nw: 1.08
  ir_drop_uv: 175
job:
  cap_viol_max_count: 0
  tool_warnings: 27
run_status:
  outcome: "completed"
min_path:
  hp-class: "reg -> reg"
==> cell usage after synthesis, types with 2 or more instances <==
library cell	n	area, µm²
buf_2	2	10.0
o31ai_1	2	15.0
a21oi_1	5	25.0
edfxtp_1	21	631
nand3_1	10	50.1
and2_1	3	18.8
and3_1	6	37.5
nor3b_1	2	15.0
or3_1	3	18.8
nor2_1	12	45.0
inv_1	7	26.3
o21ai_0	3	15.0
nor3_1	5	25.0
clkbuf_1	2	7.51
nor4_1	9	56.3
xnor2_1	14	123
ha_1	2	25.0
a31oi_1	2	12.5
xor2_1	6	52.6
nand2_1	8	30.0
nor4b_1	4	35.0
nand4_1	12	75.1
and4_1	2	17.5
dfxtp_1	52	1040
==> placed cells by master, fill, tap and decap left out, types with 4 or more instances in the layout <==
master | synthesis | final
dfxtp_1 | 52 | 52
a21oi_1 | 5 | 5
nor4_1 | 9 | 9
clkdlybuf4s50_1 | 0 | 30
clkbuf_8 | 0 | 6
inv_1 | 7 | 7
nand3_1 | 10 | 10
edfxtp_1 | 21 | 21
nand4_1 | 12 | 12
nor3_1 | 5 | 4
xor2_1 | 6 | 6
xnor2_1 | 14 | 14
nand2_1 | 8 | 8
and3_1 | 6 | 6
nor2_1 | 12 | 12
nor4b_1 | 4 | 4
==> kinds of logic (layout without fill, tap and decap cells) <==
family,count (synthesis),count (layout)
compound gates,19,19
fa+ha+maj,2,2
flops,73,73
xor+xnor,20,20
simple gates,84,84
buf+inv,12,48
==> per-layer routing <==
| layer | global-route usage | up-vias |
|---|---|---|
| met5 | 0 | - |
| met2 | 0.235 | 52 |
| li1 | - | 840 |
| met3 | 0.0416 | 7 |
| met4 | 0.0235 | 0 |
| met1 | 0.335 | 761 |
==> worst min-delay path by stage <==
stage / from / end / slack [ns] / cells after the start
global route: pulso1seg.counter[19] / pulso1seg.counter[19] / 0.54 / 1
CTS: pulso1seg.counter[19] / pulso1seg.counter[19] / 0.50 / 1
finish: pulso1seg.counter[19] / pulso1seg.counter[19] / 0.49 / 1
==> worst register-to-register path, stage by stage (launching register included) <==
cell and delay (ns):
dfxtp_1 0.35, nor4b_1 0.54, nand4_1 0.23, nor4_1 0.69, buf_4 0.29, a21oi_1 0.05
==> report_power, final <==
part	internal (mW)	switching, mW
clock	0.113	0.0855
sequential	0.247	0
combinational	0.00602	0.00399
==> final cells by class <==
cell class | count | area [µm²] | area share
Clock buffer | 7 | 86.3 | 0.0285
Clock inverter | 1 | 5.00 | 0.00165
Inverter | 7 | 26.3 | 0.00867
Multi-Input combinational cell | 125 | 835 | 0.275
Sequential cell | 73 | 1670 | 0.552
Tap cell | 67 | 83.8 | 0.0277
Timing Repair Buffer | 33 | 323 | 0.107
==> through the flow <==
stage	instances	utilization	setup slack, ns
2_1_floorplan	210	-	3.10
3_3_place_gp	305	0.610	2.81
3_5_place_dp	305	0.610	2.74
4_1_cts	313	0.629	2.69
5_1_grt	313	0.629	2.42
6_report	313	0.629	2.63
